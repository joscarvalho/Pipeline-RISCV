--- design/flow/run.sh ---
#!/bin/bash
# OpenROAD 26Q1-2900-gdf79404cd8, Yosys 0.63+post, stock flow scripts
make -C /OpenROAD-flow-scripts/flow DESIGN_CONFIG=/design/flow/config.mk WORK_HOME=/design/flow/orfs finish
--- design/flow/constraint.sdc ---
current_design hazardunit

set clk_period 1.9
set clk_io_pct 0.2

create_clock -name clk0 -period $clk_period

set non_clock_inputs [all_inputs -no_clocks]
set_input_delay [expr $clk_period * $clk_io_pct] -clock clk0 $non_clock_inputs
set_output_delay [expr $clk_period * $clk_io_pct] -clock clk0 [all_outputs]
--- design/flow/config.mk ---
export PLATFORM = sky130hd
export DESIGN_NAME = hazardunit
export DESIGN_NICKNAME = hazardunit
export VERILOG_FILES = /design/flow/design.v
export SDC_FILE = /design/flow/constraint.sdc
export NUM_CORES = 4
export LEC_CHECK = 1
export CORE_AREA = 10 10 76 76
export DIE_AREA = 0 0 86 86
--- design/flow/design.v ---
module hazardunit(
    stallF,
    stallD,
    flushD,
    Rs1D,
    Rs2D,
    flushE,
    Rs1E,
    Rs2E,
    RdE,
    PcSrcE,
    forwardAE,
    forwardBE,
    resultSrcE_0,
    RdM,
    RegWriteM,
    RdW,
    RegWriteW
);
output reg stallF;
output reg stallD;
output reg flushD;
input wire [4:0] Rs1D;
input wire [4:0] Rs2D;
output reg flushE;
input wire [4:0] Rs1E;
input wire [4:0] Rs2E;
input wire [4:0] RdE;
input wire PcSrcE;
output reg [1:0] forwardAE;
output reg [1:0] forwardBE;
input wire resultSrcE_0;
input wire [4:0] RdM;
input wire RegWriteM;
input wire [4:0] RdW;
input wire RegWriteW;
reg lwStall;
always @(*) begin
    if (((Rs1E == RdM) && RegWriteM) && (Rs1E != 0))  
        forwardAE = 2'b10;
    else if (((Rs1E == RdW) && RegWriteW) && (Rs1E != 0))  
        forwardAE = 2'b01;
    else
        forwardAE = 2'b00;
end
always @(*) begin
    if (((Rs2E == RdM) && RegWriteM) && (Rs2E != 0))  
        forwardBE = 2'b10;
    else if (((Rs2E == RdW) && RegWriteW) && (Rs2E != 0))  
        forwardBE = 2'b01;
    else
        forwardBE = 2'b00;  
end
always @(*) begin
  lwStall = (resultSrcE_0 & ((Rs1D == RdE) | (Rs2D == RdE)));
	stallF = lwStall;
	stallD = lwStall;
  flushD = PcSrcE;
	flushE = lwStall | PcSrcE;
end
endmodule
==> flow_metrics.tcl <==
# implementation run metrics
set metrics [dict create \
    worstSetupStartpointType "primary input" \
    tns_ns 0 \
    via_per_inst 3.60 \
    drv_cap 0 \
    antenna_found_initial 0 \
    crit_family "simple AND/OR/NAND/NOR gates" \
    cpMaxStageDelayCell "or4_4" \
    wl_per_cell_um 12.4 \
    setup_viol 0 \
    worstSetupEndpointType "primary output" \
    p_int_w 0.000108 \
    num_rows 23 \
    register_area_sq_um 0 \
    antenna_cells 0 \
    fin_cells 156 \
    ctsHoldBuffers 0 \
    leakage_nw 0.386 \
    criticalPathCategory "primary input to primary output" \
    synth.area.top_cells "xnor2_1 (46%), xor2_1 (17%), nand4_1 (6.0%)" \
    nFillCells 449 \
    status "complete, no violations" \
    power_frac_comb_pct 100.0 \
    clock_buffers 0 \
    worstPathRequired_ns 1.52 \
    dp_hpwl_um 1740 \
    syn_to_final_growth_pct 132 \
    synth.cell_area_sq_um 419 \
    antenna_left 0 \
    hp-class "primary input to primary output" \
    synth_dominant_cell_count "xnor2_1" \
    yosysWarnings 1 \
    grt_pass1_wl_um 2950 \
    cellPowerDensity_mw_per_mm2 187 \
    overflow 0 \
    layout-drive-gt1-share_pct 34.9 \
    max-slew-margin-rel_pct 81.4 \
    portBuffers 47 \
    synth_chip_area_sq_um 419 \
    top_area_cell "xnor2_1" \
    synth_cell_types 14 \
    die_y_um 86 \
    fin_util_pct 23.6 \
    finalMaxSlewViolations 0 \
    dp.cells 150 \
    max_freq_ghz 0.535 \
    fin_total_pwr_w 0.000182 \
    gp_congestion 0.747 \
    seqPwrFrac_pct 0 \
    finalCritPeriodShare_pct 98.3 \
    dieWidth_um 86 \
    dieArea_sq_mm 0.00740 \
    swShare_pct 40.5 \
    top_cells_by_count "xnor2_1 (22), xor2_1 (8), nand2_1 (4), nand4_1 (4)" \
    avgSynthCellArea_sq_um 7.62 \
    io-pin-count 47 \
    ys_seq_share_pct 0 \
    via_count 562 \
    initCoreUtil_pct 10.2 \
    drt_iter0_markers 14 \
    fin_crit_ns 1.87 \
    cpPeakStageDelay_ns 0.54 \
    yosys_cells 55 \
    cp_max_fo 3 \
    ir_drop_mv 0.0364 \
    finalHoldViolations 0 \
    flop-count 0 \
    rsz0062_at_grt "yes" \
    drc_errors 0 \
    critical_path_arrival_ns 1.49 \
    critPathBufInv 2 \
    wl_um 1940 \
    warning_count 33 \
    p_sw_w 0.0000737 \
    track_usage_pct 4.74 \
    synthCells 55 \
    tightestPinTransition_ns 0.277 \
    core_region_area_sq_mm 0.00412 \
    power_frac_clock_pct 0 \
    first_pass_iters 3 \
    whs_ns 1.16 \
    grt_pass1_vias 601 \
    grt_max_degree 4 \
    yosys.area.top_type_share_pct 46.0 \
    cp_cell_sequence "buf_4 -> or4_4 -> nor2_4 -> and3b_1 -> clkdlybuf4s15_1" \
]
final cells by class:
type                       count  area (sq um)  share of cell area [%]
multi-input combinational     52           488                    50.3
timing repair buffer          53           417                    42.9
tap                           50          62.6                    6.44
inverter                       1          3.75                   0.387
placed cells by master (no fill, tap or decap), types with 4 or more instances in the layout:
master and instances:
nand4_1 4, xor2_1 7, xnor2_1 21, clkdlybuf4s50_1 11, dlygate4sd2_1 15, clkbuf_2 7
buf_2 9, nand2_1 4, buf_4 7
stage by stage:
| step | instance area, sq um | worst slack (ns) |
|---|---|---|
| after floorplan | 419 | 0.380 |
| after global placement | 937 | -0.650 |
| after detailed placement | 937 | -0.667 |
| after CTS | 975 | 0.00599 |
| after global routing | 971 | -0.0367 |
| final | 971 | 0.0314 |
path summary, 6_finish.rpt:
kind / startpoint / endpoint / slack (ns) / depth (start not counted)
hold / removal: Rs1E[1] / forwardAE[0] / 1.16 / 5
setup / recovery: Rs2E[4] / forwardBE[1] / 0.03 / 5
power by group through the flow:
| stage | sequential (W) | combinational (W) | clock [W] |
|---|---|---|---|
| final | 0 | 0.000182 | 0 |
| after CTS | 0 | 0.000179 | 0 |
| after global routing | 0 | 0.000197 | 0 |
timing repair:
item | 4_1_cts | 5_1_grt
pin swaps | 20 | 17
setup endpoints to repair | 7 | 6
resized | 86 | 21
buffers inserted | 7 | 0
cells by family after synthesis:
family	after synthesis	synth area share, %
XOR/XNOR	30	62.7
buffers and inverters	3	4.48
AND/OR/NAND/NOR	18	25.1
AND-OR/OR-AND	4	7.76
worst min-delay path, cell delays in order:
cell,delay [ns]
buf_4,0.10
xnor2_1,0.06
nand4_1,0.08
a2111oi_2,0.05
buf_2,0.10
routing by layer:
metal / GRT usage (%) / share of wire, % / wire (um) / up-vias
met5: 0 / 0 / 0 / -
met4: 0 / 0 / 0 / 0
met3: 0.477 / 3.8 / 73 / 0
met2: 10.2 / 62 / 1200 / 9
met1: 4.86 / 34 / 661 / 258
li1: - / - / - / 295
Power figures rest on the tool's default switching activity, not on a simulated workload.
