## /design/flow/config.mk

```make
export PLATFORM = sky130hd
export DESIGN_NAME = dmem
export DESIGN_NICKNAME = dmem
export VERILOG_FILES = /design/flow/design.v
export SDC_FILE = /design/flow/constraint.sdc
export NUM_CORES = 4
export LEC_CHECK = 1
export CORE_UTILIZATION = 50
```

## /design/flow/constraint.sdc

```tcl
current_design dmem

set clk_period 54.6
set clk_io_pct 0.2

create_clock -name clk0 -period $clk_period [get_ports {clk}]

set non_clock_inputs [all_inputs -no_clocks]
set_input_delay [expr $clk_period * $clk_io_pct] -clock clk0 $non_clock_inputs
set_output_delay [expr $clk_period * $clk_io_pct] -clock clk0 [all_outputs]
```

## /design/flow/design.v

```verilog
module dmem (
	clk,
	we,
	a,
	wd,
	rd,
	DextControl
);
	input wire clk;
	input wire we;
	input wire [31:0] a;
	input wire [31:0] wd;
	output wire [31:0] rd;
	input wire [2:0] DextControl;
	reg [31:0] RAM [63:0];
	assign rd = RAM[a[31:2]];
	always @(posedge clk)
		if (we)
			case (DextControl)
				3'b000:  
				begin
					case (a[1:0])
					2'b00: RAM[a[31:2]][7:0] <= wd[7:0];
					2'b01: RAM[a[31:2]][15:8] <= wd[7:0];
					2'b10: RAM[a[31:2]][23:16] <= wd[7:0];
					2'b11: RAM[a[31:2]][31:24] <= wd[7:0];
					endcase
				end
				3'b001:  
				begin
				case (a[1:0])
					2'b00: RAM[a[31:2]][15:0] <= wd[15:0];
					2'b01: RAM[a[31:2]][23:8] <= wd[15:0];
					2'b10: RAM[a[31:2]][31:16] <= wd[15:0];
					endcase
				end
				default: RAM[a[31:2]] <= wd;
			endcase	
endmodule
```

## /design/flow/run.sh

```bash
#!/bin/bash
# OpenROAD 26Q1-2900-gdf79404cd8, Yosys 0.63+post, stock flow scripts
make -C /OpenROAD-flow-scripts/flow DESIGN_CONFIG=/design/flow/config.mk WORK_HOME=/design/flow/orfs finish
```

==> results.yml <==
# implementation run metrics
clock_network:
  clock-sinks: 2048
  cts.clk_slew.worst_paths_ps: 60
  cts_buffers: 203
  cts_tree: "done"
  hold_buffers: 0
  cts_buffer_depth: 3
  cts_resized: 0
  htree_num_levels: 4
  post-cts-setup-buffers: 0
  clockRootBuffer: "clkbuf_16"
route:
  route.antenna.remaining_nets: 0
  dr.pass1.iters: 9
  remaining_drc_errors: 0
  totalWireLength_um: 241000
  wl_met3_um: 43800
  top_layer: "met5"
  num_vias: 45700
  drt-met1-wl_um: 76900
  viasPerCell: 6.54
  wl_met2_um: 107000
  wire_per_inst_um: 34.5
  initialDrtViolationCount: 3379
flow_run:
  warnings: 50
  cap_violations: 0
synthesis:
  ys_warn_count: 1
  ys_types: 56
  synth_area_um2: 79400
  ys_area_um2: 79400
  synth.avg_cell_area_um2: 17.0
  netlist_instances: 4655
  edf_count: 2048
  synthFlopType: "edfxtp_1"
  ys_seq_elements: 2048
  ys_cells: 4655
  async_flop_share: 0
  yosysSeqAreaShare: 0.775
worst_setup_path:
  cp_max_fo: 85
  crit_type: "primary input to primary output"
  cp.required_ps: 43680
  cp-start-kind: "primary input"
  cp-end-kind: "primary output"
  crit_path_end: "rd[16]"
  arrival_ps: 16420
  setup.worst_path.start: "a[4]"
floorplan:
  dieHeight_um: 400
  initCoreUtil: 0.506
  coreArea_um2: 157000
  ios: 101
  rows: 145
  die_x_um: 400
  die_area_um2: 160000
grt:
  grt_pass1_vias: 47400
  grt_pass1_wl_um: 341000
  antenna_found_initial: 18
  grt_remaining_overflow: 0
  grt.total_usage: 0.338
  grt_max_degree: 94
power:
  power_density_nw_per_um2: 36.5
  p_total_mw: 3.24
  max-vdd-ir-drop_uv: 32.5
  leakage_nw: 25.8
timing:
  tightestPinTransition_ps: 1240
  finalCritPeriodShare: 0.501
  setup_tns_ps: 0
  slew_viol_final: 0
  setup_slack_ps: 27260
  max-slew-margin-rel: 0.159
  min_period_ps: 27340
  hold_violations: 0
  setup_viol: 0
  rsz0062_at_grt: "false"
  maxClockFrequency_ghz: 0.0366
cells_and_area:
  finalInstanceArea_um2: 88800
  area_growth_pct: 11.9
  lay_top_cells: "2048 x edfxtp_1, 346 x nor2_1, 293 x a221oi_1"
  finalCoreUtilization: 0.566
  layout_top_cell: "edfxtp_1"
  largest_reg_flops: 2048
  drive_gt1_frac: 0.135
run_status:
  outcome: "finished, final reports clean"
place:
  place.gp.congestion: 0.939
  preCtsSetupSlack_ps: 27480
  placed_area_um2: 82700
  placement.io_buffers: 76
  dp_hpwl_um: 144000
worst_hold_path:
  hold_path.class: "primary input to register"
[cells in the mapped netlist (all sizes together) (4+ instances only)]
master	n	area (µm²)
nor2	356	1340
or4	14	105
mux4	37	833
o2bb2ai	17	149
nand2b	4	25.0
nand3	19	95.1
a22o	82	718
inv	18	67.6
a21boi	13	97.6
edfxtp	2048	61500
clkbuf	173	649
a221o	31	310
mux2i	196	1960
a221oi	294	2580
nor4b	13	114
a31oi	31	194
and2	9	56.3
a222oi	41	410
a22oi	289	2170
a211oi	13	97.6
mux2	93	1050
or3	5	31.3
nor2b	9	56.3
o22ai	134	838
o22a	27	236
o21a	13	97.6
o2111ai	14	123
a21oi	110	551
nand2	148	556
o221ai	33	289
buf	198	1120
o21ai	117	586
nor3	36	185
[worst min path at each step]
stage / from / to / depth (start not counted)
4_1_cts: wd[6] / RAM[26][6] / 1
5_1_grt: wd[6] / RAM[31][6] / 1
6_report: wd[6] / RAM[63][6] / 1
[metrics by stage]
step / cells / hold slack, ps
3_5_place_dp: 6618 / 11330
3_3_place_gp: 6618 / 11320
5_1_grt: 6983 / 10470
4_1_cts: 6980 / 10450
2_1_floorplan: 4655 / 11020
6_report: 6993 / 10500
[routing by layer]
layer  vias to the layer above  track usage
li1                      19500            -
met1                     22700        0.433
met2                      3008        0.456
met3                       530        0.262
met4                        43        0.122
met5                         -       0.0538
[report_power, final]
group          switching, mW  total [mW]  leakage (nW)  internal (mW)
Sequential           0.00178        1.74          16.2           1.74
Clock                  0.567        1.29          2.98          0.723
Combinational          0.149       0.208          6.68         0.0589
Total                  0.718        3.24          25.8           2.52
[final cells by class]
| type | instances | area (µm²) |
|---|---|---|
| Fill cell | 11600 | 68200 |
| Inverter | 18 | 73.8 |
| Antenna cell | 13 | 32.5 |
| Tap cell | 2058 | 2570 |
| Sequential cell | 2048 | 61500 |
| Clock inverter | 105 | 666 |
| Clock buffer | 257 | 5410 |
| Multi-Input combinational cell | 2218 | 16200 |
| Timing Repair Buffer | 276 | 2300 |
[cell families after synthesis]
kind of cell | share of synthesized area
buf+inv | 0.0231
compound gates | 0.120
flops | 0.775
mux | 0.0484
simple gates | 0.0335
[worst max-delay path: stages]
cell,delay (ps)
buf_8,340
buf_4,620
buf_4,600
nor2b_4,200
buf_12,240
a22oi_1,350
o22ai_1,150
o21a_1,220
nor4b_1,1030
nand3_1,740
clkdlybuf4s50_1,610
No activity file was given, so power comes from the tool's default toggle rates.
